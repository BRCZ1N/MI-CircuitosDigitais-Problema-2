==> /design/flow/design.v <==
module modulo_ff_d_init_q_1(d,clk,clr,q,nq);
	input d,clk,clr;
	output reg q;
	output reg nq;
	initial begin
    q = 1'b1; 
	end
	always @(negedge clk) 
	begin 
		if(clr == 1'b0) 
		begin 
			q <= 1'b1;
		end 
		else 
		begin
			q <= d;
			nq <= !q;
		end
	end
endmodule 
module modulo_matriz_reg_at(m_in,clk,clr,m_out);
	input [34:0] m_in, clk;
	input clr;
	output [34:0] m_out;
	modulo_ff_d_init_q_1 ff_1(.d(m_in[34]),.clk(clk[34]),.clr(clr),.q(m_out[34]),.nq());
	modulo_ff_d_init_q_1 ff_2(.d(m_in[33]),.clk(clk[33]),.clr(clr),.q(m_out[33]),.nq());
	modulo_ff_d_init_q_1 ff_3(.d(m_in[32]),.clk(clk[32]),.clr(clr),.q(m_out[32]),.nq());
	modulo_ff_d_init_q_1 ff_4(.d(m_in[31]),.clk(clk[31]),.clr(clr),.q(m_out[31]),.nq());
	modulo_ff_d_init_q_1 ff_5(.d(m_in[30]),.clk(clk[30]),.clr(clr),.q(m_out[30]),.nq());
	modulo_ff_d_init_q_1 ff_6(.d(m_in[29]),.clk(clk[29]),.clr(clr),.q(m_out[29]),.nq());
	modulo_ff_d_init_q_1 ff_7(.d(m_in[28]),.clk(clk[28]),.clr(clr),.q(m_out[28]),.nq());
	modulo_ff_d_init_q_1 ff_8(.d(m_in[27]),.clk(clk[27]),.clr(clr),.q(m_out[27]),.nq());
	modulo_ff_d_init_q_1 ff_9(.d(m_in[26]),.clk(clk[26]),.clr(clr),.q(m_out[26]),.nq());
	modulo_ff_d_init_q_1 ff_10(.d(m_in[25]),.clk(clk[25]),.clr(clr),.q(m_out[25]),.nq());
	modulo_ff_d_init_q_1 ff_11(.d(m_in[24]),.clk(clk[24]),.clr(clr),.q(m_out[24]),.nq());
	modulo_ff_d_init_q_1 ff_12(.d(m_in[23]),.clk(clk[23]),.clr(clr),.q(m_out[23]),.nq());
	modulo_ff_d_init_q_1 ff_13(.d(m_in[22]),.clk(clk[22]),.clr(clr),.q(m_out[22]),.nq());
	modulo_ff_d_init_q_1 ff_14(.d(m_in[21]),.clk(clk[21]),.clr(clr),.q(m_out[21]),.nq());
	modulo_ff_d_init_q_1 ff_15(.d(m_in[20]),.clk(clk[20]),.clr(clr),.q(m_out[20]),.nq());
	modulo_ff_d_init_q_1 ff_16(.d(m_in[19]),.clk(clk[19]),.clr(clr),.q(m_out[19]),.nq());
	modulo_ff_d_init_q_1 ff_17(.d(m_in[18]),.clk(clk[18]),.clr(clr),.q(m_out[18]),.nq());
	modulo_ff_d_init_q_1 ff_18(.d(m_in[17]),.clk(clk[17]),.clr(clr),.q(m_out[17]),.nq());
	modulo_ff_d_init_q_1 ff_19(.d(m_in[16]),.clk(clk[16]),.clr(clr),.q(m_out[16]),.nq());
	modulo_ff_d_init_q_1 ff_20(.d(m_in[15]),.clk(clk[15]),.clr(clr),.q(m_out[15]),.nq());
	modulo_ff_d_init_q_1 ff_21(.d(m_in[14]),.clk(clk[14]),.clr(clr),.q(m_out[14]),.nq());
	modulo_ff_d_init_q_1 ff_22(.d(m_in[13]),.clk(clk[13]),.clr(clr),.q(m_out[13]),.nq());
	modulo_ff_d_init_q_1 ff_23(.d(m_in[12]),.clk(clk[12]),.clr(clr),.q(m_out[12]),.nq());
	modulo_ff_d_init_q_1 ff_24(.d(m_in[11]),.clk(clk[11]),.clr(clr),.q(m_out[11]),.nq());
	modulo_ff_d_init_q_1 ff_25(.d(m_in[10]),.clk(clk[10]),.clr(clr),.q(m_out[10]),.nq());
	modulo_ff_d_init_q_1 ff_26(.d(m_in[9]),.clk(clk[9]),.clr(clr),.q(m_out[9]),.nq());
	modulo_ff_d_init_q_1 ff_27(.d(m_in[8]),.clk(clk[8]),.clr(clr),.q(m_out[8]),.nq());
	modulo_ff_d_init_q_1 ff_28(.d(m_in[7]),.clk(clk[7]),.clr(clr),.q(m_out[7]),.nq());
	modulo_ff_d_init_q_1 ff_29(.d(m_in[6]),.clk(clk[6]),.clr(clr),.q(m_out[6]),.nq());
	modulo_ff_d_init_q_1 ff_30(.d(m_in[5]),.clk(clk[5]),.clr(clr),.q(m_out[5]),.nq());
	modulo_ff_d_init_q_1 ff_31(.d(m_in[4]),.clk(clk[4]),.clr(clr),.q(m_out[4]),.nq());
	modulo_ff_d_init_q_1 ff_32(.d(m_in[3]),.clk(clk[3]),.clr(clr),.q(m_out[3]),.nq());
	modulo_ff_d_init_q_1 ff_33(.d(m_in[2]),.clk(clk[2]),.clr(clr),.q(m_out[2]),.nq());
	modulo_ff_d_init_q_1 ff_34(.d(m_in[1]),.clk(clk[1]),.clr(clr),.q(m_out[1]),.nq());
	modulo_ff_d_init_q_1 ff_35(.d(m_in[0]),.clk(clk[0]),.clr(clr),.q(m_out[0]),.nq());
endmodule 
==> /design/flow/run.sh <==
#!/bin/bash
# OpenROAD 26Q1-2900-gdf79404cd8, Yosys 0.63+post, stock flow scripts
make -C /OpenROAD-flow-scripts/flow DESIGN_CONFIG=/design/flow/config.mk WORK_HOME=/design/flow/orfs finish
==> /design/flow/config.mk <==
export PLATFORM = sky130hd
export DESIGN_NAME = modulo_matriz_reg_at
export DESIGN_NICKNAME = modulo_matriz_reg_at
export VERILOG_FILES = /design/flow/design.v
export SDC_FILE = /design/flow/constraint.sdc
export NUM_CORES = 4
export LEC_CHECK = 1
export CORE_AREA = 10 10 99 99
export DIE_AREA = 0 0 109 109
==> /design/flow/constraint.sdc <==
current_design modulo_matriz_reg_at

set clk_period 1.0
set clk_io_pct 0.2

create_clock -name clk0 -period $clk_period [get_ports {clk}]

set non_clock_inputs [all_inputs -no_clocks]
set_input_delay [expr $clk_period * $clk_io_pct] -clock clk0 $non_clock_inputs
set_output_delay [expr $clk_period * $clk_io_pct] -clock clk0 [all_outputs]
==> flow_metrics.env <==
# physical design summary
export IMPL_synth_avg_cell_area_um2=9.33
export IMPL_routedWlPerCell_um=11.3
export IMPL_final_common_cell="inv_1"
export IMPL_drive_gt1_frac=0.257
export IMPL_hp_class="in2reg"
export IMPL_switching_share=0.159
export IMPL_final_cell_mix="35 x inv_1, 34 x buf_2, 31 x nand2b_1, 31 x dfxtp_1, 28 x dlygate4sd2_1"
export IMPL_die_y_um=109
export IMPL_grt_pass1_wl_um=4310
export IMPL_tns_ns=-9.10
export IMPL_grt_max_degree=16
export IMPL_drc=0
export IMPL_status="finished, violations left"
export IMPL_dp_hpwl_um=3070
export IMPL_setup_slack_ns=-0.177
export IMPL_grt_usage=0.0470
export IMPL_netlist_area_um2=1330
export IMPL_postPlaceCellArea_um2=1940
export IMPL_ant_nets=0
export IMPL_worstPathArrival_ns=0.59
export IMPL_critical_path_max_fanout=3
export IMPL_yosysWarnings=1
export IMPL_overflow=0
export IMPL_worst_pin_slew_ns=0.0779
export IMPL_ios=106
export IMPL_synth_flops=35
export IMPL_critical_path_required_ns=0.41
export IMPL_die_area_um2=11900
export IMPL_crit_type="in2reg"
export IMPL_slew_viol_final=0
export IMPL_drt_initial_drc_count=22
export IMPL_drt_total_wl_um=3230
export IMPL_relSlewSlack=0.948
export IMPL_fp_coreArea_um2=7730
export IMPL_power_switching_mw=0.358
export IMPL_portBuffers=71
export IMPL_antenna_found_initial=0
export IMPL_hold_path_cell_count=2
export IMPL_pwr_share_clk=0.222
export IMPL_violations="setup timing"
export IMPL_end_kind="flip-flop"
export IMPL_fp_util=0.173
export IMPL_num_antenna_cells=0
export IMPL_final_util=0.229
export IMPL_clk_pin_slew_ns=0.03
export IMPL_p_int_mw=1.90
export IMPL_ys_seq_frac=0.525
export IMPL_hold_ws_ns=0.933
export IMPL_vias=858
export IMPL_rows=32
export IMPL_syn_to_final_growth_pct=32.9
export IMPL_maxCapViolCount=0
export IMPL_grt_pass1_vias=875
export IMPL_syn_inst=143
export IMPL_yosysCellCount=143
export IMPL_design_area_um2=1770
export IMPL_combPwrFrac=0.113
export IMPL_setup_violations=70
export IMPL_place_congestion=0.760
export IMPL_routed_via_density=3.01
export IMPL_rsz0062_at_grt="yes"
export IMPL_drtPass1Iterations=4
export IMPL_power_density_nw_per_um2=1270
export IMPL_p_leak_nw=0.901
export IMPL_hold_viol=0
export IMPL_synth_distinct_cells=6
export IMPL_ir_worst_vdd_mv=0.408
export IMPL_die_w_um=109
export IMPL_ys_area_um2=1330
export IMPL_setup_worst_path_start_class="input pin"
export IMPL_pwr_share_seq=0.665
export IMPL_tool_warnings=100
kinds of logic (layout without fill, tap and decap cells):
kind of cell | count (synthesis) | count (layout) | share of synthesized area
buffers and inverters | 73 | 113 | 0.307
DFF | 35 | 35 | 0.525
and+or+nand+nor | 35 | 35 | 0.168
through the flow:
| step | setup WS (ns) | instances | total power, mW |
|---|---|---|---|
| floorplan | -0.0798 | 143 | 2.10 |
| global placement | -0.659 | 283 | 2.32 |
| detailed placement | -0.663 | 283 | 2.32 |
| CTS | -0.213 | 285 | 2.22 |
| global route | -0.196 | 285 | 2.42 |
| finish | -0.177 | 285 | 2.26 |
power by group through the flow:
stage | sequential (mW) | clock (mW) | combinational, mW
final | 1.50 | 0.501 | 0.256
after CTS | 1.52 | 0.438 | 0.263
after global routing | 1.51 | 0.629 | 0.287
routing by layer:
metal / wire length (um) / GRT usage / up-vias
li1: - / - / 436
met1: 1140 / 0.0491 / 344
met2: 1490 / 0.0626 / 68
met3: 475 / 0.0335 / 10
met4: 122 / 0.0395 / 0
met5: 0 / 0 / -
cell usage after synthesis (all sizes together):
cell type	n	share of area
nand2b	31	0.15
buf	38	0.21
inv	35	0.099
dfxtp	35	0.53
or2b	4	0.023
critical path, cell delays in order:
cell and delay [ns]:
buf_6 0.07, buf_6 0.10, or2b_1 0.22
final timing paths:
path | startpoint | to | slack, ns
hold / removal | m_in[7] | ff_28.q | 0.93
setup / recovery | clr | ff_18.q | -0.18
cell type report:
cell class,instances,area (um^2)
Multi-Input combinational cell,35,224
Fill cell,856,5950
Sequential cell,35,706
Tap cell,102,128
Timing Repair Buffer,78,584
Clock inverter,35,131
what timing repair did:
item,CTS,global route
resized,161,6
setup endpoints to repair,70,70
hold buffers,0,0
buffers inserted,2,0
Power and IR drop assume default switching activity.
