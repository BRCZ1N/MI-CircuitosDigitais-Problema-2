File: flow/run.sh
#!/bin/bash
# OpenROAD 26Q1-2900-gdf79404cd8, Yosys 0.63+post, stock flow scripts
make -C /OpenROAD-flow-scripts/flow DESIGN_CONFIG=/design/flow/config.mk WORK_HOME=/design/flow/orfs finish
File: flow/config.mk
export PLATFORM = sky130hd
export DESIGN_NAME = modulo_demux1_35
export DESIGN_NICKNAME = modulo_demux1_35
export VERILOG_FILES = /design/flow/design.v
export SDC_FILE = /design/flow/constraint.sdc
export NUM_CORES = 4
export LEC_CHECK = 1
export CORE_AREA = 10 10 70 70
export DIE_AREA = 0 0 80 80
File: flow/design.v
module and_gate_3_inputs(A,B,C,S);
	input A,B,C;
	output S;
	and(S,A,B,C);
endmodule 
module and_gate_4_inputs(A,B,C,D,S);
	input A,B,C,D;
	output S;
	and(S,A,B,C,D);
endmodule 
module and_gate_7_inputs(A,B,C,D,E,F,G,S);
	input A,B,C,D,E,F,G;
	output S;
	and(S,A,B,C,D,E,F,G);
endmodule 
module or_gate_4_inputs(A,B,C,D,S);
	input A,B,C,D;
	output S;
	or(S,A,B,C,D);
endmodule
module or_gate_3_inputs(A,B,C,S);
	input A,B,C;
	output S;
	or(S,A,B,C);
endmodule
module or_gate_2_inputs(A,B,S);
	input A,B;
	output S;
	or(S,A,B);
endmodule
module or_gate_5_inputs(A,B,C,D,E,S);
	input A,B,C,D,E;
	output S;
	or(S,A,B,C,E,D);
endmodule
module and_gate_2_inputs(A,B,S);
	input A,B;
	output S;
	and(S,A,B);
endmodule 
module and_gate_5_inputs(A,B,C,D,E,S);
	input A,B,C,D,E;
	output S;
	and(S,A,B,C,E,D);
endmodule 
module modulo_demux1_35(A,input_sel,out);
	input A;
	input [5:0] input_sel;
	output [34:0] out;
	wire  [5:0] Ninput_sel;
	not(Ninput_sel[0],input_sel[0]);
	not(Ninput_sel[1],input_sel[1]);
	not(Ninput_sel[2],input_sel[2]);
	not(Ninput_sel[3],input_sel[3]);
	not(Ninput_sel[4],input_sel[4]);
	not(Ninput_sel[5],input_sel[5]);
	and_gate_7_inputs gate_1(.A(Ninput_sel[5]),.B(Ninput_sel[4]),.C(Ninput_sel[3]),.D(Ninput_sel[2]),.E(Ninput_sel[1]),.F(Ninput_sel[0]),.G(A),.S(out[34]),);
	and_gate_7_inputs gate_2(.A(Ninput_sel[5]),.B(Ninput_sel[4]),.C(Ninput_sel[3]),.D(Ninput_sel[2]),.E(Ninput_sel[1]),.F(input_sel[0]),.G(A),.S(out[33]),);
	and_gate_7_inputs gate_3(.A(Ninput_sel[5]),.B(Ninput_sel[4]),.C(Ninput_sel[3]),.D(Ninput_sel[2]),.E(input_sel[1]),.F(Ninput_sel[0]),.G(A),.S(out[32]),);
	and_gate_7_inputs gate_4(.A(Ninput_sel[5]),.B(Ninput_sel[4]),.C(Ninput_sel[3]),.D(Ninput_sel[2]),.E(input_sel[1]),.F(input_sel[0]),.G(A),.S(out[31]),);
	and_gate_7_inputs gate_5(.A(Ninput_sel[5]),.B(Ninput_sel[4]),.C(Ninput_sel[3]),.D(input_sel[2]),.E(Ninput_sel[1]),.F(Ninput_sel[0]),.G(A),.S(out[30]),);
	and_gate_7_inputs gate_6(.A(Ninput_sel[5]),.B(Ninput_sel[4]),.C(Ninput_sel[3]),.D(input_sel[2]),.E(Ninput_sel[1]),.F(input_sel[0]),.G(A),.S(out[29]),);
	and_gate_7_inputs gate_7(.A(Ninput_sel[5]),.B(Ninput_sel[4]),.C(Ninput_sel[3]),.D(input_sel[2]),.E(input_sel[1]),.F(Ninput_sel[0]),.G(A),.S(out[28]),);
	and_gate_7_inputs gate_8(.A(Ninput_sel[5]),.B(Ninput_sel[4]),.C(Ninput_sel[3]),.D(input_sel[2]),.E(input_sel[1]),.F(input_sel[0]),.G(A),.S(out[27]),);
	and_gate_7_inputs gate_9(.A(Ninput_sel[5]),.B(Ninput_sel[4]),.C(input_sel[3]),.D(Ninput_sel[2]),.E(Ninput_sel[1]),.F(Ninput_sel[0]),.G(A),.S(out[26]),);
	and_gate_7_inputs gate_10(.A(Ninput_sel[5]),.B(Ninput_sel[4]),.C(input_sel[3]),.D(Ninput_sel[2]),.E(Ninput_sel[1]),.F(input_sel[0]),.G(A),.S(out[25]),);
	and_gate_7_inputs gate_11(.A(Ninput_sel[5]),.B(Ninput_sel[4]),.C(input_sel[3]),.D(Ninput_sel[2]),.E(input_sel[1]),.F(Ninput_sel[0]),.G(A),.S(out[24]),);
	and_gate_7_inputs gate_12(.A(Ninput_sel[5]),.B(Ninput_sel[4]),.C(input_sel[3]),.D(Ninput_sel[2]),.E(input_sel[1]),.F(input_sel[0]),.G(A),.S(out[23]),);
	and_gate_7_inputs gate_13(.A(Ninput_sel[5]),.B(Ninput_sel[4]),.C(input_sel[3]),.D(input_sel[2]),.E(Ninput_sel[1]),.F(Ninput_sel[0]),.G(A),.S(out[22]),);
	and_gate_7_inputs gate_14(.A(Ninput_sel[5]),.B(Ninput_sel[4]),.C(input_sel[3]),.D(input_sel[2]),.E(Ninput_sel[1]),.F(input_sel[0]),.G(A),.S(out[21]),);
	and_gate_7_inputs gate_15(.A(Ninput_sel[5]),.B(Ninput_sel[4]),.C(input_sel[3]),.D(input_sel[2]),.E(input_sel[1]),.F(Ninput_sel[0]),.G(A),.S(out[20]),);
	and_gate_7_inputs gate_16(.A(Ninput_sel[5]),.B(Ninput_sel[4]),.C(input_sel[3]),.D(input_sel[2]),.E(input_sel[1]),.F(input_sel[0]),.G(A),.S(out[19]),);
	and_gate_7_inputs gate_17(.A(Ninput_sel[5]),.B(input_sel[4]),.C(Ninput_sel[3]),.D(Ninput_sel[2]),.E(Ninput_sel[1]),.F(Ninput_sel[0]),.G(A),.S(out[18]),);
	and_gate_7_inputs gate_18(.A(Ninput_sel[5]),.B(input_sel[4]),.C(Ninput_sel[3]),.D(Ninput_sel[2]),.E(Ninput_sel[1]),.F(input_sel[0]),.G(A),.S(out[17]),);
	and_gate_7_inputs gate_19(.A(Ninput_sel[5]),.B(input_sel[4]),.C(Ninput_sel[3]),.D(Ninput_sel[2]),.E(input_sel[1]),.F(Ninput_sel[0]),.G(A),.S(out[16]),);
	and_gate_7_inputs gate_20(.A(Ninput_sel[5]),.B(input_sel[4]),.C(Ninput_sel[3]),.D(Ninput_sel[2]),.E(input_sel[1]),.F(input_sel[0]),.G(A),.S(out[15]),);
	and_gate_7_inputs gate_21(.A(Ninput_sel[5]),.B(input_sel[4]),.C(Ninput_sel[3]),.D(input_sel[2]),.E(Ninput_sel[1]),.F(Ninput_sel[0]),.G(A),.S(out[14]),);
	and_gate_7_inputs gate_22(.A(Ninput_sel[5]),.B(input_sel[4]),.C(Ninput_sel[3]),.D(input_sel[2]),.E(Ninput_sel[1]),.F(input_sel[0]),.G(A),.S(out[13]),);
	and_gate_7_inputs gate_23(.A(Ninput_sel[5]),.B(input_sel[4]),.C(Ninput_sel[3]),.D(input_sel[2]),.E(input_sel[1]),.F(Ninput_sel[0]),.G(A),.S(out[12]),);
	and_gate_7_inputs gate_24(.A(Ninput_sel[5]),.B(input_sel[4]),.C(Ninput_sel[3]),.D(input_sel[2]),.E(input_sel[1]),.F(input_sel[0]),.G(A),.S(out[11]),);
	and_gate_7_inputs gate_25(.A(Ninput_sel[5]),.B(input_sel[4]),.C(input_sel[3]),.D(Ninput_sel[2]),.E(Ninput_sel[1]),.F(Ninput_sel[0]),.G(A),.S(out[10]),);
	and_gate_7_inputs gate_26(.A(Ninput_sel[5]),.B(input_sel[4]),.C(input_sel[3]),.D(Ninput_sel[2]),.E(Ninput_sel[1]),.F(input_sel[0]),.G(A),.S(out[9]),);
	and_gate_7_inputs gate_27(.A(Ninput_sel[5]),.B(input_sel[4]),.C(input_sel[3]),.D(Ninput_sel[2]),.E(input_sel[1]),.F(Ninput_sel[0]),.G(A),.S(out[8]),);
	and_gate_7_inputs gate_29(.A(Ninput_sel[5]),.B(input_sel[4]),.C(input_sel[3]),.D(Ninput_sel[2]),.E(input_sel[1]),.F(input_sel[0]),.G(A),.S(out[7]),);
	and_gate_7_inputs gate_30(.A(Ninput_sel[5]),.B(input_sel[4]),.C(input_sel[3]),.D(input_sel[2]),.E(Ninput_sel[1]),.F(Ninput_sel[0]),.G(A),.S(out[6]),);
	and_gate_7_inputs gate_31(.A(Ninput_sel[5]),.B(input_sel[4]),.C(input_sel[3]),.D(input_sel[2]),.E(Ninput_sel[1]),.F(input_sel[0]),.G(A),.S(out[5]),);
	and_gate_7_inputs gate_32(.A(Ninput_sel[5]),.B(input_sel[4]),.C(input_sel[3]),.D(input_sel[2]),.E(input_sel[1]),.F(Ninput_sel[0]),.G(A),.S(out[4]),);
	and_gate_7_inputs gate_33(.A(Ninput_sel[5]),.B(input_sel[4]),.C(input_sel[3]),.D(input_sel[2]),.E(input_sel[1]),.F(input_sel[0]),.G(A),.S(out[3]),);
	and_gate_7_inputs gate_34(.A(input_sel[5]),.B(Ninput_sel[4]),.C(Ninput_sel[3]),.D(Ninput_sel[2]),.E(Ninput_sel[1]),.F(Ninput_sel[0]),.G(A),.S(out[2]),);
	and_gate_7_inputs gate_35(.A(input_sel[5]),.B(Ninput_sel[4]),.C(Ninput_sel[3]),.D(Ninput_sel[2]),.E(Ninput_sel[1]),.F(input_sel[0]),.G(A),.S(out[1]),);
	and_gate_7_inputs gate_36(.A(input_sel[5]),.B(Ninput_sel[4]),.C(Ninput_sel[3]),.D(Ninput_sel[2]),.E(input_sel[1]),.F(Ninput_sel[0]),.G(A),.S(out[0]),);
endmodule 
File: flow/constraint.sdc
current_design modulo_demux1_35

set clk_period 1.8
set clk_io_pct 0.2

create_clock -name clk0 -period $clk_period

set non_clock_inputs [all_inputs -no_clocks]
set_input_delay [expr $clk_period * $clk_io_pct] -clock clk0 $non_clock_inputs
set_output_delay [expr $clk_period * $clk_io_pct] -clock clk0 [all_outputs]
==> results.ini <==
[final_layout]
seq_cells = 0
regArea_um2 = 0
areaGrowthSynthToFinish_pct = 92.2
final_area_mm2 = 0.00102
drive_gt1_share_pct = 60.5
fillers = 389
clockBufferCount = 0
finalCoreUtilization_pct = 29.9
comb_area_um2 = 322

[sta]
setup_viol = 6
hold_violations = 0
slew_headroom_pct = 86.8
timing.fmax_mhz = 509
layout_min_cycle_time_ns = 1.96
grt_setup_unrepaired = true
tightest_slew_ns = 0.197
fin_crit_sh_pct = 109
worst_slack_ns = -0.163
slew_viol_final = 0

[job]
drv_cap = 0
warnings = 34

[logic_synthesis]
synth_seq_share_pct = 0
ys_area_um2 = 532
ys_types = 11
yosysWarnings = 0
syn_area_um2 = 532
ys_cells = 84
synthesis.instances = 84
syn_avg_cell_area_um2 = 6.33

[detailed_routing]
ant_nets = 0
drtPass1Iterations = 3
drt_wl_total_um = 2190
wl_per_cell_um = 13.3
drc = 0
vias_per_cell = 3.72
diodes = 0
initialDrtViolationCount = 13
dr_total_vias = 613

[placed_design]
place_area_um2 = 833
io_buffers = 42
gp_congestion = 0.670
hpwlAfterDp_um = 1660

[power_and_ir_drop]
peakVddDrop_mv = 0.0623
power_density_mw_per_mm2 = 111
p_leak_nw = 0.593

[floorplanning]
fp.dieH_um = 80
num_rows = 21
die-area_mm2 = 0.00640
ios = 42
die_x_um = 80
core_area_mm2 = 0.00342
fp_util_pct = 15.6

[setup_path]
cp-endpoint = out[24]
end_kind = output pin
path_class = input port to output pin
worstSetupStartpoint = input_sel[2]
cp.required_ns = 1.44
crit_arrival_ns = 1.60
worstPathMaxFanout = 7
critPathLaunchType = input port

[status]
violations = setup timing
status = complete, but fails checks

[global_routing]
first_global_vias = 648
grt_usage_pct = 6.26
antenna_found_initial = 0
overflow = 0
grt_pass1_wl_um = 3270
grt_max_degree = 10

[hold_path]
hold_path_class = input port to output pin

cells in the final DEF, fill, tap and decap left out, drive strengths merged:
| master | synthesis | layout |
|---|---|---|
| or4b | 4 | 4 |
| nand4bb | 3 | 3 |
| nand4b | 1 | 1 |
| nand3b | 2 | 2 |
| buf | 35 | 44 |
| dlygate4sd2 | 0 | 4 |
| clkbuf | 1 | 7 |
| or3b | 1 | 1 |
| dlymetal6s2s | 0 | 9 |
| clkdlybuf4s50 | 0 | 5 |
| clkdlybuf4s15 | 0 | 2 |
| nand3 | 1 | 1 |
| or4 | 1 | 1 |
| nor2 | 35 | 35 |
routing by layer:
layer  vias to the layer above  GRT usage, %  share of wire (%)
li1                        308             -                  -
met2                        26          11.2                 46
met1                       279          6.92                 43
met3                         0          2.95                 12
met4                         0             0                  0
met5                         -             0                  0
power by group:
part	leakage, nW	switching [mW]	internal [mW]
clock	0	0	0
sequential	0	0	0
combinational	0.593	0.0463	0.0672
worst max-delay path, stage by stage:
cell and delay, ns:
buf_8 0.11, or4b_4 0.55, nor2_1 0.11, clkdlybuf4s50_1 0.47
cell usage after synthesis:
cell        n  area share [%]
nor2_1     35              25
buf_4      35              49
or4b_1      1             1.9
nand3b_1    2             2.8
nand3_1     1            0.94
nand4b_1    1             1.6
or4_4       1             2.1
or3b_1      1             1.6
clkbuf_1    1            0.71
or4b_4      3             7.8
nand4bb_1   3             6.4
metrics by stage:
step | setup slack [ns] | TNS (ns) | cells | hold slack (ns) | power [mW]
after CTS | -0.208 | -2.34 | 161 | 1.13 | 0.0996
after global routing | -0.192 | -0.963 | 165 | 1.12 | 0.123
final | -0.163 | -0.649 | 165 | 1.08 | 0.113
after global placement | -0.686 | -20.55 | 148 | 1.84 | 0.0802
after detailed placement | -0.671 | -20.33 | 148 | 1.87 | 0.0800
after floorplan | 0.335 | 0 | 84 | 0.961 | 0.0276
worst min-delay path by stage:
stage | end | start | cells after the start
4_1_cts | out[2] | input_sel[4] | 4
5_1_grt | out[1] | input_sel[2] | 4
6_report | out[33] | input_sel[2] | 4
kinds of logic after synthesis:
group / after synthesis / synth area share (%)
buffers and inverters: 36 / 50.1
and+or+nand+nor: 48 / 49.9
layout make-up:
| cell class | count | share of cell area [%] |
|---|---|---|
| multi-input combinational | 48 | 31.5 |
| timing repair buffer | 71 | 62.9 |
| tap | 46 | 5.63 |
what timing repair did:
action	CTS	global route
resized	86	48
pin swaps	17	9
endpoints found under the setup margin	35	32
hold buffers	0	0
setup buffers	13	5
Power figures rest on the tool's default switching activity, not on a simulated workload.
