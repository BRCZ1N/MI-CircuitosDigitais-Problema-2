**run.sh**
```bash
#!/bin/bash
# OpenROAD 26Q1-2900-gdf79404cd8, Yosys 0.63+post, stock flow scripts
make -C /OpenROAD-flow-scripts/flow DESIGN_CONFIG=/design/flow/config.mk WORK_HOME=/design/flow/orfs finish
```
**config.mk**
```make
export PLATFORM = sky130hd
export DESIGN_NAME = modulo_mux35_1
export DESIGN_NICKNAME = modulo_mux35_1
export VERILOG_FILES = /design/flow/design.v
export SDC_FILE = /design/flow/constraint.sdc
export NUM_CORES = 4
export LEC_CHECK = 1
export CORE_AREA = 10 10 70 70
export DIE_AREA = 0 0 80 80
```
**design.v**
```verilog
module and_gate_3_inputs(A,B,C,S);
	input A,B,C;
	output S;
	and(S,A,B,C);
endmodule 
module and_gate_4_inputs(A,B,C,D,S);
	input A,B,C,D;
	output S;
	and(S,A,B,C,D);
endmodule 
module and_gate_7_inputs(A,B,C,D,E,F,G,S);
	input A,B,C,D,E,F,G;
	output S;
	and(S,A,B,C,D,E,F,G);
endmodule 
module or_gate_4_inputs(A,B,C,D,S);
	input A,B,C,D;
	output S;
	or(S,A,B,C,D);
endmodule
module or_gate_3_inputs(A,B,C,S);
	input A,B,C;
	output S;
	or(S,A,B,C);
endmodule
module or_gate_2_inputs(A,B,S);
	input A,B;
	output S;
	or(S,A,B);
endmodule
module or_gate_5_inputs(A,B,C,D,E,S);
	input A,B,C,D,E;
	output S;
	or(S,A,B,C,E,D);
endmodule
module and_gate_2_inputs(A,B,S);
	input A,B;
	output S;
	and(S,A,B);
endmodule 
module and_gate_5_inputs(A,B,C,D,E,S);
	input A,B,C,D,E;
	output S;
	and(S,A,B,C,E,D);
endmodule 
module modulo_mux35_1(A,input_sel,out);
	input [34:0] A;
	input [5:0] input_sel;
	output out;
	wire  [5:0] Ninput_sel;
	wire [34:0] wire_mux;
	wire [6:0] wire_mux_or;
	wire [1:0] wire_mux_or_2;
	not(Ninput_sel[0],input_sel[0]);
	not(Ninput_sel[1],input_sel[1]);
	not(Ninput_sel[2],input_sel[2]);
	not(Ninput_sel[3],input_sel[3]);
	not(Ninput_sel[4],input_sel[4]);
	not(Ninput_sel[5],input_sel[5]);
	and_gate_7_inputs gate_1(.A(Ninput_sel[5]),.B(Ninput_sel[4]),.C(Ninput_sel[3]),.D(Ninput_sel[2]),.E(Ninput_sel[1]),.F(Ninput_sel[0]),.G(A[34]),.S(wire_mux[34]),);
	and_gate_7_inputs gate_2(.A(Ninput_sel[5]),.B(Ninput_sel[4]),.C(Ninput_sel[3]),.D(Ninput_sel[2]),.E(Ninput_sel[1]),.F(input_sel[0]),.G(A[33]),.S(wire_mux[33]),);
	and_gate_7_inputs gate_3(.A(Ninput_sel[5]),.B(Ninput_sel[4]),.C(Ninput_sel[3]),.D(Ninput_sel[2]),.E(input_sel[1]),.F(Ninput_sel[0]),.G(A[32]),.S(wire_mux[32]),);
	and_gate_7_inputs gate_4(.A(Ninput_sel[5]),.B(Ninput_sel[4]),.C(Ninput_sel[3]),.D(Ninput_sel[2]),.E(input_sel[1]),.F(input_sel[0]),.G(A[31]),.S(wire_mux[31]),);
	and_gate_7_inputs gate_5(.A(Ninput_sel[5]),.B(Ninput_sel[4]),.C(Ninput_sel[3]),.D(input_sel[2]),.E(Ninput_sel[1]),.F(Ninput_sel[0]),.G(A[30]),.S(wire_mux[30]),);
	and_gate_7_inputs gate_6(.A(Ninput_sel[5]),.B(Ninput_sel[4]),.C(Ninput_sel[3]),.D(input_sel[2]),.E(Ninput_sel[1]),.F(input_sel[0]),.G(A[29]),.S(wire_mux[29]),);
	and_gate_7_inputs gate_7(.A(Ninput_sel[5]),.B(Ninput_sel[4]),.C(Ninput_sel[3]),.D(input_sel[2]),.E(input_sel[1]),.F(Ninput_sel[0]),.G(A[28]),.S(wire_mux[28]),);
	and_gate_7_inputs gate_8(.A(Ninput_sel[5]),.B(Ninput_sel[4]),.C(Ninput_sel[3]),.D(input_sel[2]),.E(input_sel[1]),.F(input_sel[0]),.G(A[27]),.S(wire_mux[27]),);
	and_gate_7_inputs gate_9(.A(Ninput_sel[5]),.B(Ninput_sel[4]),.C(input_sel[3]),.D(Ninput_sel[2]),.E(Ninput_sel[1]),.F(Ninput_sel[0]),.G(A[26]),.S(wire_mux[26]),);
	and_gate_7_inputs gate_10(.A(Ninput_sel[5]),.B(Ninput_sel[4]),.C(input_sel[3]),.D(Ninput_sel[2]),.E(Ninput_sel[1]),.F(input_sel[0]),.G(A[25]),.S(wire_mux[25]),);
	and_gate_7_inputs gate_11(.A(Ninput_sel[5]),.B(Ninput_sel[4]),.C(input_sel[3]),.D(Ninput_sel[2]),.E(input_sel[1]),.F(Ninput_sel[0]),.G(A[24]),.S(wire_mux[24]),);
	and_gate_7_inputs gate_12(.A(Ninput_sel[5]),.B(Ninput_sel[4]),.C(input_sel[3]),.D(Ninput_sel[2]),.E(input_sel[1]),.F(input_sel[0]),.G(A[23]),.S(wire_mux[23]),);
	and_gate_7_inputs gate_13(.A(Ninput_sel[5]),.B(Ninput_sel[4]),.C(input_sel[3]),.D(input_sel[2]),.E(Ninput_sel[1]),.F(Ninput_sel[0]),.G(A[22]),.S(wire_mux[22]),);
	and_gate_7_inputs gate_14(.A(Ninput_sel[5]),.B(Ninput_sel[4]),.C(input_sel[3]),.D(input_sel[2]),.E(Ninput_sel[1]),.F(input_sel[0]),.G(A[21]),.S(wire_mux[21]),);
	and_gate_7_inputs gate_15(.A(Ninput_sel[5]),.B(Ninput_sel[4]),.C(input_sel[3]),.D(input_sel[2]),.E(input_sel[1]),.F(Ninput_sel[0]),.G(A[20]),.S(wire_mux[20]),);
	and_gate_7_inputs gate_16(.A(Ninput_sel[5]),.B(Ninput_sel[4]),.C(input_sel[3]),.D(input_sel[2]),.E(input_sel[1]),.F(input_sel[0]),.G(A[19]),.S(wire_mux[19]),);
	and_gate_7_inputs gate_17(.A(Ninput_sel[5]),.B(input_sel[4]),.C(Ninput_sel[3]),.D(Ninput_sel[2]),.E(Ninput_sel[1]),.F(Ninput_sel[0]),.G(A[18]),.S(wire_mux[18]),);
	and_gate_7_inputs gate_18(.A(Ninput_sel[5]),.B(input_sel[4]),.C(Ninput_sel[3]),.D(Ninput_sel[2]),.E(Ninput_sel[1]),.F(input_sel[0]),.G(A[17]),.S(wire_mux[17]),);
	and_gate_7_inputs gate_19(.A(Ninput_sel[5]),.B(input_sel[4]),.C(Ninput_sel[3]),.D(Ninput_sel[2]),.E(input_sel[1]),.F(Ninput_sel[0]),.G(A[16]),.S(wire_mux[16]),);
	and_gate_7_inputs gate_20(.A(Ninput_sel[5]),.B(input_sel[4]),.C(Ninput_sel[3]),.D(Ninput_sel[2]),.E(input_sel[1]),.F(input_sel[0]),.G(A[15]),.S(wire_mux[15]),);
	and_gate_7_inputs gate_21(.A(Ninput_sel[5]),.B(input_sel[4]),.C(Ninput_sel[3]),.D(input_sel[2]),.E(Ninput_sel[1]),.F(Ninput_sel[0]),.G(A[14]),.S(wire_mux[14]),);
	and_gate_7_inputs gate_22(.A(Ninput_sel[5]),.B(input_sel[4]),.C(Ninput_sel[3]),.D(input_sel[2]),.E(Ninput_sel[1]),.F(input_sel[0]),.G(A[13]),.S(wire_mux[13]),);
	and_gate_7_inputs gate_23(.A(Ninput_sel[5]),.B(input_sel[4]),.C(Ninput_sel[3]),.D(input_sel[2]),.E(input_sel[1]),.F(Ninput_sel[0]),.G(A[12]),.S(wire_mux[12]),);
	and_gate_7_inputs gate_24(.A(Ninput_sel[5]),.B(input_sel[4]),.C(Ninput_sel[3]),.D(input_sel[2]),.E(input_sel[1]),.F(input_sel[0]),.G(A[11]),.S(wire_mux[11]),);
	and_gate_7_inputs gate_25(.A(Ninput_sel[5]),.B(input_sel[4]),.C(input_sel[3]),.D(Ninput_sel[2]),.E(Ninput_sel[1]),.F(Ninput_sel[0]),.G(A[10]),.S(wire_mux[10]),);
	and_gate_7_inputs gate_26(.A(Ninput_sel[5]),.B(input_sel[4]),.C(input_sel[3]),.D(Ninput_sel[2]),.E(Ninput_sel[1]),.F(input_sel[0]),.G(A[9]),.S(wire_mux[9]),);
	and_gate_7_inputs gate_27(.A(Ninput_sel[5]),.B(input_sel[4]),.C(input_sel[3]),.D(Ninput_sel[2]),.E(input_sel[1]),.F(Ninput_sel[0]),.G(A[8]),.S(wire_mux[8]),);
	and_gate_7_inputs gate_29(.A(Ninput_sel[5]),.B(input_sel[4]),.C(input_sel[3]),.D(Ninput_sel[2]),.E(input_sel[1]),.F(input_sel[0]),.G(A[7]),.S(wire_mux[7]),);
	and_gate_7_inputs gate_30(.A(Ninput_sel[5]),.B(input_sel[4]),.C(input_sel[3]),.D(input_sel[2]),.E(Ninput_sel[1]),.F(Ninput_sel[0]),.G(A[6]),.S(wire_mux[6]),);
	and_gate_7_inputs gate_31(.A(Ninput_sel[5]),.B(input_sel[4]),.C(input_sel[3]),.D(input_sel[2]),.E(Ninput_sel[1]),.F(input_sel[0]),.G(A[5]),.S(wire_mux[5]),);
	and_gate_7_inputs gate_32(.A(Ninput_sel[5]),.B(input_sel[4]),.C(input_sel[3]),.D(input_sel[2]),.E(input_sel[1]),.F(Ninput_sel[0]),.G(A[4]),.S(wire_mux[4]),);
	and_gate_7_inputs gate_33(.A(Ninput_sel[5]),.B(input_sel[4]),.C(input_sel[3]),.D(input_sel[2]),.E(input_sel[1]),.F(input_sel[0]),.G(A[3]),.S(wire_mux[3]),);
	and_gate_7_inputs gate_34(.A(input_sel[5]),.B(Ninput_sel[4]),.C(Ninput_sel[3]),.D(Ninput_sel[2]),.E(Ninput_sel[1]),.F(Ninput_sel[0]),.G(A[2]),.S(wire_mux[2]),);
	and_gate_7_inputs gate_35(.A(input_sel[5]),.B(Ninput_sel[4]),.C(Ninput_sel[3]),.D(Ninput_sel[2]),.E(Ninput_sel[1]),.F(input_sel[0]),.G(A[1]),.S(wire_mux[1]),);
	and_gate_7_inputs gate_36(.A(input_sel[5]),.B(Ninput_sel[4]),.C(Ninput_sel[3]),.D(Ninput_sel[2]),.E(input_sel[1]),.F(Ninput_sel[0]),.G(A[0]),.S(wire_mux[0]),);
	or_gate_5_inputs gate_38(.A(wire_mux[34]),.B(wire_mux[33]),.C(wire_mux[32]),.D(wire_mux[31]),.E(wire_mux[30]),.S(wire_mux_or[6]),);
	or_gate_5_inputs gate_39(.A(wire_mux[29]),.B(wire_mux[28]),.C(wire_mux[27]),.D(wire_mux[26]),.E(wire_mux[25]),.S(wire_mux_or[5]),);
	or_gate_5_inputs gate_40(.A(wire_mux[24]),.B(wire_mux[23]),.C(wire_mux[22]),.D(wire_mux[21]),.E(wire_mux[20]),.S(wire_mux_or[4]),);
	or_gate_5_inputs gate_41(.A(wire_mux[19]),.B(wire_mux[18]),.C(wire_mux[17]),.D(wire_mux[16]),.E(wire_mux[15]),.S(wire_mux_or[3]),);
	or_gate_5_inputs gate_42(.A(wire_mux[14]),.B(wire_mux[13]),.C(wire_mux[12]),.D(wire_mux[11]),.E(wire_mux[10]),.S(wire_mux_or[2]),);
	or_gate_5_inputs gate_43(.A(wire_mux[9]),.B(wire_mux[8]),.C(wire_mux[7]),.D(wire_mux[6]),.E(wire_mux[5]),.S(wire_mux_or[1]),);
	or_gate_5_inputs gate_44(.A(wire_mux[4]),.B(wire_mux[3]),.C(wire_mux[2]),.D(wire_mux[1]),.E(wire_mux[0]),.S(wire_mux_or[0]),);
	or_gate_4_inputs gate_45(.A(wire_mux_or[6]),.B(wire_mux_or[5]),.C(wire_mux_or[4]),.D(wire_mux_or[3]),.S(wire_mux_or_2[1]),);
	or_gate_3_inputs gate_46(.A(wire_mux_or[2]),.B(wire_mux_or[1]),.C(wire_mux_or[0]),.S(wire_mux_or_2[0]),);
	or_gate_2_inputs gate_47(.A(wire_mux_or_2[1]),.B(wire_mux_or_2[0]),.S(out),);
endmodule 
```
**constraint.sdc**
```tcl
current_design modulo_mux35_1

set clk_period 3.3
set clk_io_pct 0.2

create_clock -name clk0 -period $clk_period

set non_clock_inputs [all_inputs -no_clocks]
set_input_delay [expr $clk_period * $clk_io_pct] -clock clk0 $non_clock_inputs
set_output_delay [expr $clk_period * $clk_io_pct] -clock clk0 [all_outputs]
```
==> impl_metrics.csv <==
group,metric,value,unit
final_timing,final_hold_viol_count,0,
finish,drive_above_1_share,0.141,
worst_setup_path,cp_top_family,"multiplexers",
finish,area_delta_synth_final,137,%
yosys,area_leaders,"mux2i_1 (24%), mux4_1 (14%), mux4_2 (5.9%)",
yosys,compound_area_frac,0.260,
final_timing,drv_slew,0,
yosys,yosys_cells,46,
final_timing,finalSetupTns,0,ns
floorplanning,die_w,80,um
final_timing,fin_crit,3.05,ns
power,leakage,0.351,nW
detailed_routing,dr.pass1.iters,4,
flow_run,maxCapViolations,0,
power,power.density,107,nW/um2
final_timing,rsz0062_at_grt,"no",
detailed_routing,antenna_cells,0,
yosys,synth_seq_share,0,
global_route,grt_pass1_wl,2770,um
detailed_routing,vias,528,
final_timing,post-route-worst-setup-slack,0.249,ns
worst_setup_path,slowest_delay,0.49,ns
finish,n_clock_buffer,0,
placed_design,io_buffers,42,
floorplanning,fp-utilization,0.111,
clocking,post_cts.repair.setup_buffers,0,
worst_setup_path,worstSetupEndpointType,"output port",
detailed_routing,first_iter_violations,62,
detailed_routing,antenna_left,0,
global_route,grt_max_degree,12,
yosys,synthDistinctLibCells,26,
yosys,syn_area_per_cell,8.27,um2
status,status,"finished, final reports clean",
power,vdd_drop_max,0.0174,mV
floorplanning,rows,21,
worst_setup_path,crit_required,2.64,ns
placed_design,place_congestion,0.815,
global_route,globalRouteOverflowTotal,0,
final_timing,finalClockPeriodUsage,0.925,
yosys,yosysChipArea,380,um2
worst_hold_path,holdCritPathClass,"in2out",
worst_setup_path,path_cells,"clkdlybuf4s50_1 > mux4_1 > mux2_2 > o2111ai_2 > o2111ai_1 > dlygate4sd2_1",
final_timing,fmax,328,MHz
finish,n_sequential_cell,0,
detailed_routing,via_per_inst,3.83,
yosys,logic_family,"multiplexers",
global_route,first_global_vias,541,
yosys,yosysWarnings,0,
global_route,antenna_found_initial,0,
floorplanning,core,3420,um2
floorplanning,pin_count,42,
placed_design,pre_cts_slack,-0.153,ns
placed_design,dp_hpwl,1600,um
flow_run,warnings,32,
floorplanning,die_h,80,um
yosys,simple_gate_area_frac,0.188,
yosys,common_cells,"mux2i_1 (9), inv_1 (5), a21oi_1 (3), buf_2 (3), nor3_1 (3)",
yosys,xor_share,0,
final_timing,max-slew-margin-rel,0.779,
final_timing,hold_ws,2.19,ns
clocking,hold_buffers,0,
worst_setup_path,crit_buf_inv,2,
worst_setup_path,critPathMaxFanout,1,
yosys,largest_area_cell,"mux2i_1",
detailed_routing,drc_errors,0,
yosys,ys_sh_mux,0.464,
floorplanning,die_area,6400,um2
final_timing,setup_viol,0,
finish,regArea,0,um2
yosys,synth_top_area_share,0.237,
clocking,cts_resized,5,
worst_setup_path,cp_data_arrival_time,2.39,ns
yosys,synthCells,46,
worst_setup_path,start_kind,"primary input",
detailed_routing,wl,1810,um
detailed_routing,wl_per_cell,13.1,um
final_timing,tightest_slew,0.323,ns
worst_setup_path,critPathKind,"in2out",
global_route,grt_usage,0.0526,
yosys,synth_area,380,um2
yosys,adder_share,0,
worst_setup_path,critPathSlowestCell,"mux4_1",
yosys,most_common_cell,"mux2i_1",
==> logic make-up (layout without fill, tap and decap cells) <==
kind of cell           after synthesis  count (layout)
and+or+nand+nor                     12              12
buffers and inverters                8              54
AOI/OAI and AO/OA                   13              13
muxes                               13              13
==> layer usage <==
layer | track usage | wire length (um)
met2 | 0.0987 | 918
met5 | 0 | 0
met3 | 0.0136 | 151
met4 | 0 | 0
met1 | 0.0612 | 740
==> stage by stage <==
step           total power [W]  instances  cell area, um2   util
6_report             0.0000963        138             901  0.264
5_1_grt               0.000105        138             901  0.264
4_1_cts              0.0000972        138             901  0.264
3_5_place_dp         0.0000979        138             896  0.262
3_3_place_gp         0.0000968        138             896  0.262
2_1_floorplan        0.0000333         46             380      -
==> worst paths after layout <==
check	start	endpoint	slack, ns	depth (start not counted)
min	input_sel[0]	out	2.19	6
max	A[17]	out	0.25	6
==> report_power, final <==
part           switching [W]  internal (W)  leakage, nW
Combinational      0.0000286     0.0000677        0.351
Sequential                 0             0            0
Clock                      0             0            0
Total              0.0000286     0.0000677        0.351
==> placed cells by master (no fill, tap or decap), types with 2 or more instances in the layout <==
cell type	instances
mux4_1	2
a21oi_1	3
inv_1	5
nor3_1	3
clkdlybuf4s50_1	39
dlygate4sd2_1	3
mux2i_1	9
buf_4	7
nand3b_1	2
==> final cells by class <==
cell class / instances / area (um2)
fill: 360 / 2510
timing repair buffer: 49 / 469
multi-input combinational: 38 / 355
tap: 46 / 57.6
inverter: 5 / 18.8
No activity file was given, so power comes from the tool's default toggle rates.
